$ cat flow/design.v
package riscv_32i_config_pkg;
  parameter int unsigned DATA_MEM_DEPTH = 1024;
  parameter int unsigned DATA_MEM_FIRST_ADDR = 0;                           
  parameter int unsigned DATA_MEM_LAST_ADDR = (DATA_MEM_DEPTH * 4) - 1;     
  parameter int unsigned DATA_MEM_LAST_WORD_ADDR = DATA_MEM_LAST_ADDR - 4;  
endpackage
package riscv_32i_control_pkg;
  typedef logic [3:0] byte_sel_t;
  typedef enum logic[3:0] {
    ALU_AND = 4'b0000,
    ALU_OR  = 4'b0001,
    ALU_ADD = 4'b0010,
    ALU_SUB = 4'b0110
  } alu_op_t;
endpackage
package riscv_32i_defs_pkg;
  parameter int unsigned XLEN = 32;    
  typedef logic [XLEN-1:0] word_t;     
  parameter int unsigned BYTE_LEN = 8;
  typedef logic [7:0] byte_t;
  parameter int unsigned RF_DEPTH = 32;         
  parameter int unsigned RF_ADDR_WIDTH = 5;
  typedef logic [RF_ADDR_WIDTH-1:0] rf_addr_t;
  parameter rf_addr_t X0 = 5'd0;                   
  parameter int unsigned WORD_ALL_ONES = 32'hffff_ffff;
  parameter int unsigned WORD_ALL_ZEROS = 32'h0000_0000;
  parameter int unsigned WORD_ALT_ONES_AA = 32'haaaa_aaaa;
  parameter int unsigned WORD_ALT_ONES_55 = 32'h5555_5555;
  parameter int unsigned WORD_MAX_UNSIGNED = WORD_ALL_ONES;
  parameter int unsigned WORD_UNSIGNED_ONE = 32'h0000_0001;
  parameter int unsigned WORD_UNSIGNED_ZERO = WORD_ALL_ZEROS;
  parameter int WORD_MAX_SIGNED_POS = 32'sh7fff_ffff;
  parameter int WORD_MIN_SIGNED_NEG = 32'sh8000_0000;
  parameter int WORD_SIGNED_POS_ONE = 32'sh0000_0001;
  parameter int WORD_SIGNED_NEG_ONE = 32'shffff_ffff;
  parameter int WORD_SIGNED_ZERO = 32'sh0000_0000;
endpackage
module lut_ram #(
  parameter LUT_WIDTH = 32,
  parameter LUT_DEPTH = 256
  )(
  input logic clk,
  input logic wr_en,
  input logic [$clog2(LUT_DEPTH)-1:0] wr_addr,
  input logic [$clog2(LUT_DEPTH)-1:0] rd_addr,
  input logic [LUT_WIDTH-1:0] wr_data,
  output logic [LUT_WIDTH-1:0] rd_data
);
  reg [LUT_WIDTH-1:0] mem [0:LUT_DEPTH-1];
  always_ff @(posedge clk) begin
    if(wr_en) begin
      mem[wr_addr] <= wr_data;
    end
  end
  assign rd_data = mem[rd_addr];
endmodule
$ cat flow/constraint.sdc
current_design lut_ram

set clk_period 31.5
set clk_io_pct 0.2

create_clock -name clk0 -period $clk_period [get_ports {clk}]

set non_clock_inputs [all_inputs -no_clocks]
set_input_delay [expr $clk_period * $clk_io_pct] -clock clk0 $non_clock_inputs
set_output_delay [expr $clk_period * $clk_io_pct] -clock clk0 [all_outputs]
$ cat flow/run.sh
#!/bin/bash
# OpenROAD 26Q1-2900-gdf79404cd8, Yosys 0.63+post, stock flow scripts
make -C /OpenROAD-flow-scripts/flow DESIGN_CONFIG=/design/flow/config.mk WORK_HOME=/design/flow/orfs finish
$ cat flow/config.mk
export PLATFORM = sky130hd
export DESIGN_NAME = lut_ram
export DESIGN_NICKNAME = lut_ram
export VERILOG_FILES = /design/flow/design.v
export SDC_FILE = /design/flow/constraint.sdc
export NUM_CORES = 4
export LEC_CHECK = 1
export CORE_UTILIZATION = 40
export SYNTH_MEMORY_MAX_BITS = 65536
==> impl_metrics.toml <==
# synthesis and place-and-route metrics
[clocking]
postCtsSetupBuffers = 0
cts_buffers = 816
clockBufferDepth = 4
cts_resized = 0
cts_hold_buf = 0
clock-sinks = 8192
cts_tree = "done"
clkTransAtPathRegs_ps = 60
htreeDepth = 6
clock-root-buffer = "clkbuf_16"

[grt]
antenna_found_initial = 73
grt_overflow = 0
grt_max_degree = 117
grt_pass1_wl_microns = 1330000
grt_pass1_vias = 167000
grt_usage_pct = 26.8

[finish]
area_growth_pct = 14.1
finalInstanceArea_sq_mm = 0.359
top_regs = "mem x8192"
final.fill_count = 63900
layoutNonFillerInstCount = 26600
final_layout_size_suffix_gt1_share_pct = 25.5
largest_register_ffs = 8192
regMostFlops = "mem"

[job]
warnings = 36
max-cap-violations = 1

[synth]
syn_area_sq_mm = 0.315
synthArstFlopShare_pct = 0
yosys-top-cells-area = "edfxtp_1 (78%), mux4_2 (11%), mux2i_1 (3.9%)"
largest_area_cell = "edfxtp_1"
ys.flop_type = "edfxtp_1"
top_area_share_pct = 78.1
ys_seq_share_pct = 78.1
avgSynthCellArea_sq_um = 21.9
enable_flop_cells = 8192
ys_types = 61
yosys_area_sq_mm = 0.315
synth_cells = 14400
ys_warn_count = 1
ys_seq_elements = 8192
ys_cells = 14400

[detailed_routing]
route.detailed.drc = 0
dr.first_iter.drc_count = 11300
wl_per_cell_microns = 36.2
routed_wl_microns = 962000
num_vias = 156000
drt-pass1-iter-count = 7
viasPerCell = 5.86
ant_nets = 0

[setup_path]
cpPeakStageDelay_ps = 1140
end_kind = "primary output"
crit_cells = 15
startpoint = "rd_addr[0]"
cp_data_arrival_time_ps = 14510
slowest_stage = "nand4_1"
path_cells = "buf_16 > buf_4 > buf_4 > buf_4 > buf_4 > buf_4 > mux2i_1 > o221ai_1 > nor3_1 > or4_1 > a221oi_1 > nand4_1 > nor4b_4 > buf_4 > clkdlybuf4s50_1"
worst_ep_required_time_ps = 25200
endpoint = "rd_data[4]"
startpoint_type = "primary input"
cp_common_cell = "buf_4"
cp_max_fo = 59
critical-path-top-delay-family = "buffers and inverters"
path_buffers = 8
crit_type = "primary input to primary output"

[pwr]
peakVddDrop_v = 0.0000696
combinationalPowerShare_pct = 5.3
intPower_mw = 17.5
power.density_mw_per_mm2 = 62.5
power_frac_seq_pct = 53.5
leakagePower_nw = 113
pwr-share-clk_pct = 41.1
switching_share_pct = 21.9
switching_power_mw = 4.91

[final_timing]
relSlewSlack_pct = -0.867
grt_setup_unrepaired = "no"
timing.fmax_mhz = 48.0
tightestPinTransition_ps = 1500
whs_ps = 5520
drv_slew = 2
tns_ps = 0
setup_slack_ps = 10690
min_period_ps = 20810
final-setup-viol-count = 0
hold_viol_final = 0
fin_crit_sh_pct = 66.1

[floorplanning]
initCoreUtil_pct = 40.2
coreArea_sq_mm = 0.784
io_pins = 82
row_count = 325
dieArea_sq_mm = 0.791
die_h_microns = 889
dieWidth_microns = 889

[place]
dp_slack_ps = 11040
hpwlAfterDp_microns = 581000
portBuffers = 81
postPlaceCellArea_sq_mm = 0.334
dpl.cell_count = 25000
gp_congestion = 0.957

[outcome]
failed_checks = "max-capacitance violations, max-slew violations"
status = "finished with violations"

[worst_hold_path]
hp-class = "primary input to register"
==> cell usage after synthesis, drive strengths merged, types with 28 or more instances <==
master	number
nor2b	59
nand2	63
o221ai	383
a2111oi	67
a211oi	74
nor2	383
o21ai	50
mux2i	1234
mux4	1544
edfxtp	8192
o22ai	181
or3	28
nor3	139
o211ai	35
nor4	44
a221oi	97
clkbuf	387
nand3	85
a22oi	131
mux2	99
buf	490
nand2b	53
nand4	67
a21oi	313
==> kinds of logic (layout without fill, tap and decap cells) <==
| family | count (synthesis) | in the layout | synth area share [%] |
|---|---|---|---|
| flops | 8192 | 8192 | 78.1 |
| mux | 2877 | 2877 | 15.3 |
| compound gates | 1422 | 1422 | 3.27 |
| simple gates | 1008 | 1008 | 1.63 |
| buf+inv | 904 | 2556 | 1.69 |
| other cells | 0 | 53 | 0 |
==> metal layers <==
| metal | GRT usage (%) | up-vias | part of all wire [%] |
|---|---|---|---|
| li1 | - | 63500 | - |
| met1 | 28.3 | 78800 | 28 |
| met2 | 37.5 | 11300 | 45 |
| met3 | 23.8 | 1929 | 20 |
| met4 | 11.6 | 94 | 6.0 |
| met5 | 2.27 | - | 0.32 |
==> worst min-delay path by stage <==
stage	start	to	slack [ps]	cells past startpoint
CTS	wr_data[27]	mem[214][27]$_DFFE_PP_	5470	1
global route	wr_data[27]	mem[212][27]$_DFFE_PP_	5510	1
finish	wr_data[27]	mem[212][27]$_DFFE_PP_	5520	1
==> power by group through the flow <==
stage,Clock (mW),Combinational (mW),Sequential [mW]
4_1_cts,9.35,1.20,12.0
6_report,9.24,1.20,12.0
5_1_grt,9.75,1.26,12.0
==> through the flow <==
stage	power, mW	util, %
finish	22.5	45.8
global route	23.0	45.8
CTS	22.6	45.8
detailed placement	13.4	42.6
global placement	13.4	42.6
floorplan	12.8	-
==> cells in the final DEF, fill, tap and decap left out, drive strengths merged, types with 8 or more instances in the layout <==
cell type | synthesis | routed
nand3 | 85 | 85
o221ai | 383 | 383
or3 | 28 | 28
a22oi | 131 | 131
nand2 | 63 | 63
clkinv | 1 | 373
a221oi | 97 | 97
o21ai | 50 | 50
clkbuf | 387 | 1035
mux4 | 1544 | 1544
or4 | 25 | 25
a31oi | 9 | 9
a21oi | 313 | 313
a2111oi | 67 | 67
and4bb | 15 | 15
o22ai | 181 | 181
nor4 | 44 | 44
o21a | 8 | 8
a211oi | 74 | 74
mux2 | 99 | 99
nor4b | 9 | 9
clkdlybuf4s50 | 0 | 43
inv | 26 | 55
bufinv | 0 | 41
edfxtp | 8192 | 8192
a22o | 22 | 22
nand2b | 53 | 53
clkinvlp | 0 | 13
diode | 0 | 53
nor2 | 383 | 383
mux2i | 1234 | 1234
or2 | 20 | 20
nand4 | 67 | 67
a311oi | 26 | 26
nor3 | 139 | 139
nor2b | 59 | 59
buf | 490 | 996
o2111ai | 10 | 10
o211ai | 35 | 35
==> cell type report <==
type	count	area, sq um	share of cell area [%]
repair buffers	1039	8440	2.35
clock inverters	455	3630	1.01
multi-input cells	5307	66400	18.5
diodes	53	133	0.0369
well taps	10500	13100	3.64
inverters	27	116	0.0324
flip-flops and latches	8192	246000	68.5
clock buffers	1035	21500	5.98
Power figures rest on the tool's default switching activity, not on a simulated workload.
